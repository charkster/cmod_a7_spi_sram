--- flow/design.v ---
module lbus_ext_sram
  ( input  logic        clk,
    input  logic        rst_n,
    input  logic        rd_en_sclk,
    input  logic        wr_en_sclk,
    input  logic [23:0] address_sclk,
    output logic [18:0] sram_addr,
    output logic        sram_oen,
    output logic        sram_wen,
    output logic        sram_cen
    );
   logic sync_rd_en_ff1;
   logic sync_rd_en_ff2;
   logic sync_wr_en_ff1;
   logic sync_wr_en_ff2;
   logic hold_sync_wr_en_ff2;
    always_ff @(posedge clk, negedge rst_n)
      if (~rst_n)  sync_rd_en_ff1 <= 1'b0;
      else         sync_rd_en_ff1 <= rd_en_sclk;
    always_ff @(posedge clk, negedge rst_n)
      if (~rst_n)  sync_rd_en_ff2 <= 1'b0;
      else         sync_rd_en_ff2 <= sync_rd_en_ff1;
    always_ff @(posedge clk, negedge rst_n)
      if (~rst_n)  sync_wr_en_ff1 <= 1'b0;
      else         sync_wr_en_ff1 <= wr_en_sclk;
    always_ff @(posedge clk, negedge rst_n)
      if (~rst_n)  sync_wr_en_ff2 <= 1'b0;
      else         sync_wr_en_ff2 <= sync_wr_en_ff1;
    always_ff @(posedge clk, negedge rst_n)
      if (~rst_n) hold_sync_wr_en_ff2 <= 1'b0;
      else        hold_sync_wr_en_ff2 <= sync_wr_en_ff2;
    assign sram_addr = {19{(sync_rd_en_ff2 || sync_wr_en_ff2)}} & address_sclk[18:0];
    assign sram_cen   = !(sync_rd_en_ff2 || sync_wr_en_ff2);
    assign sram_oen   =  !sync_rd_en_ff2;
    assign sram_wen   =  !sync_wr_en_ff2 || hold_sync_wr_en_ff2;
endmodule
module lbus_regmap
  ( input  logic        clk,
    input  logic        rst_n,
    input  logic        rd_en_sclk,
    input  logic        wr_en_sclk,
    input  logic [23:0] address_sclk,
    input  logic  [7:0] wdata_sclk,
    output logic  [7:0] rdata
    );
   logic sync_rd_en_ff1;
   logic sync_rd_en_ff2;
   logic sync_wr_en_ff1;
   logic sync_wr_en_ff2;
   logic hold_sync_wr_en_ff2;
   logic [2:0] raddress;
   logic [7:0] registers[7:0];
   always_ff @(posedge clk, negedge rst_n)
     if (~rst_n)  sync_rd_en_ff1 <= 1'b0;
     else         sync_rd_en_ff1 <= rd_en_sclk;
   always_ff @(posedge clk, negedge rst_n)
     if (~rst_n)  sync_rd_en_ff2 <= 1'b0;
     else         sync_rd_en_ff2 <= sync_rd_en_ff1;
   always_ff @(posedge clk, negedge rst_n)
     if (~rst_n)  sync_wr_en_ff1 <= 1'b0;
     else         sync_wr_en_ff1 <= wr_en_sclk;
   always_ff @(posedge clk, negedge rst_n)
     if (~rst_n)  sync_wr_en_ff2 <= 1'b0;
     else         sync_wr_en_ff2 <= sync_wr_en_ff1;
   always_ff @(posedge clk, negedge rst_n)
     if (~rst_n) hold_sync_wr_en_ff2 <= 1'b0;
     else        hold_sync_wr_en_ff2 <= sync_wr_en_ff2;
   assign raddress = {3{sync_rd_en_ff2}} & address_sclk[2:0];
   always_comb
     rdata[7:0] = (|address_sclk[23:3]) ? 8'd0 : registers[raddress];
integer i;
   always_ff @(posedge clk, negedge rst_n)
     if (~rst_n)                  for (i=0; i<8; i=i+1) registers[i] <= 8'h00;
     else if (sync_wr_en_ff2 && (!hold_sync_wr_en_ff2)) registers[address_sclk[2:0]] <= wdata_sclk;
endmodule
module spi_regmap_top
  ( input  logic        clk,        
    input  logic        reset,      
    input  logic        sclk,       
    input  logic        ss_n,       
    input  logic        mosi,       
    output logic        miso,       
    output logic [18:0] sram_addr,  
    inout  logic  [7:0] sram_data,  
    output logic        sram_oen,   
    output logic        sram_wen,   
    output logic        sram_cen    
    );
   logic  [7:0] rdata;
   logic  [7:0] rdata_regmap;
   logic  [7:0] wdata;
   logic [23:0] address;
   logic        rd_en_regmap;
   logic        wr_en_regmap;
   logic        rd_en_sram;
   logic        wr_en_sram;
   logic        rst_n;
   logic        reset_spi;
   assign rst_n = ~reset;
   assign reset_spi = reset || ss_n;  
   assign rdata     = (rd_en_sram) ? sram_data : rdata_regmap;
   assign sram_data = (sram_oen)   ? wdata     : 'z; 
   spi_slave_lbus u_spi_slave_lbus
     ( .sclk,          
       .mosi,          
       .miso,          
       .reset_spi,     
       .rdata,         
       .rd_en_regmap,  
       .wr_en_regmap,  
       .rd_en_sram,    
       .wr_en_sram,    
       .wdata,         
       .address        
       );
   lbus_regmap u_lbus_regmap
     ( .clk,                          
       .rst_n,                        
       .rd_en_sclk   (rd_en_regmap),  
       .wr_en_sclk   (wr_en_regmap),  
       .address_sclk (address),       
       .wdata_sclk   (wdata),         
       .rdata        (rdata_regmap)   
       );
    lbus_ext_sram u_lbus_ext_sram
      ( .clk,                        
        .rst_n,                      
        .rd_en_sclk   (rd_en_sram),  
        .wr_en_sclk   (wr_en_sram),  
        .address_sclk (address),     
        .sram_addr,                  
        .sram_oen,                   
        .sram_wen,                   
        .sram_cen                    
       );
endmodule
module spi_slave_lbus
  ( input  logic        sclk,           
    input  logic        mosi,           
    output logic        miso,           
    input  logic        reset_spi,      
    input  logic  [7:0] rdata,          
    output logic        rd_en_regmap,   
    output logic        wr_en_regmap,   
    output logic        rd_en_sram,     
    output logic        wr_en_sram,     
    output logic  [7:0] wdata,          
    output logic [23:0] address         
    );
   logic [6:0] mosi_buffer;
   logic [5:0] bit_count;
   logic       read_cycle_regmap;
   logic       write_cycle_regmap;
   logic       read_cycle_sram;
   logic       write_cycle_sram;
   logic       read_cycle;
   logic       write_cycle;
   assign read_cycle  = read_cycle_regmap  || read_cycle_sram;
   assign write_cycle = write_cycle_regmap || write_cycle_sram;
   always_ff @(posedge sclk, posedge reset_spi)
     if (reset_spi) mosi_buffer <= 7'd0;
     else           mosi_buffer <= {mosi_buffer[5:0],mosi};
   always_ff @(posedge sclk, posedge reset_spi)
     if (reset_spi)                                bit_count <= 6'd0;
     else if (read_cycle  && (bit_count == 6'd39)) bit_count <= 6'd32;
     else if (write_cycle && (bit_count == 6'd40)) bit_count <= 6'd33;
     else                                          bit_count <= bit_count + 1;
   always_ff @(negedge sclk, posedge reset_spi)
     if (reset_spi)              miso <= 1'b0;
     else if (bit_count < 6'd32) miso <= 1'b0;
     else if (read_cycle)        miso <= rdata[6'd39 - bit_count];
     else                        miso <= 1'b0;
   always_ff @(posedge sclk, posedge reset_spi)
     if (reset_spi)                                                            read_cycle_regmap <= 1'b0;
     else if ((bit_count == 6'd7) && (mosi_buffer == 7'h01) && (mosi == 1'b0)) read_cycle_regmap <= 1'b1;
    always_ff @(posedge sclk, posedge reset_spi)
      if (reset_spi)                                      rd_en_regmap <= 1'b0;
      else if (read_cycle_regmap && (bit_count >= 6'd31)) rd_en_regmap <= 1'b1;
      else                                                rd_en_regmap <= 1'b0;
    always_ff @(posedge sclk, posedge reset_spi)
      if (reset_spi)                                                            read_cycle_sram <= 1'b0;
      else if ((bit_count == 6'd7) && (mosi_buffer == 7'h04) && (mosi == 1'b0)) read_cycle_sram <= 1'b1;
    always_ff @(posedge sclk, posedge reset_spi)
      if (reset_spi)                                    rd_en_sram <= 1'b0;
      else if (read_cycle_sram && (bit_count >= 6'd31)) rd_en_sram <= 1'b1;
      else                                              rd_en_sram <= 1'b0;
   always_ff @(posedge sclk, posedge reset_spi)
     if (reset_spi)                                                            write_cycle_regmap <= 1'b0;
     else if ((bit_count == 6'd7) && (mosi_buffer == 7'h00) && (mosi == 1'b1)) write_cycle_regmap <= 1'b1;
   always_ff @(posedge sclk, posedge reset_spi)
      if (reset_spi)                                       wr_en_regmap <= 1'b0;
      else if (write_cycle_regmap && (bit_count == 6'd39)) wr_en_regmap <= 1'b1;
      else                                                 wr_en_regmap <= 1'b0;
   always_ff @(posedge sclk, posedge reset_spi)
     if (reset_spi)                                                            write_cycle_sram <= 1'b0;
     else if ((bit_count == 6'd7) && (mosi_buffer == 7'h02) && (mosi == 1'b0)) write_cycle_sram <= 1'b1;
   always_ff @(posedge sclk, posedge reset_spi)
      if (reset_spi)                                      wr_en_sram <= 1'b0;
      else if (write_cycle_sram  && (bit_count == 6'd39)) wr_en_sram <= 1'b1;
      else                                                wr_en_sram <= 1'b0;
    always_ff @(posedge sclk, posedge reset_spi)
      if (reset_spi)                                                address[23:0]  <= 24'h000000;
      else if ((read_cycle || write_cycle) && (bit_count == 6'd15)) address[23:16] <= {mosi_buffer[6:0],mosi};
      else if ((read_cycle || write_cycle) && (bit_count == 6'd23)) address[15:8]  <= {mosi_buffer[6:0],mosi};
      else if ((read_cycle || write_cycle) && (bit_count == 6'd31)) address[7:0]   <= {mosi_buffer[6:0],mosi};
      else if ( read_cycle                 && (bit_count == 6'd39)) address[23:0]  <= address[23:0] + 1;
      else if (               write_cycle  && (bit_count == 6'd40)) address[23:0]  <= address[23:0] + 1;
    always_ff @(posedge sclk, posedge reset_spi)
      if (reset_spi)                                wdata <= 8'h00;
      else if (write_cycle && (bit_count == 6'd39)) wdata <= {mosi_buffer[6:0],mosi};
endmodule
--- flow/constraint.sdc ---
current_design spi_regmap_top

set clk_period 1.9
set clk_io_pct 0.2

create_clock -name clk0 -period $clk_period [get_ports {clk}]
create_clock -name clk1 -period $clk_period [get_ports {sclk}]

set non_clock_inputs [all_inputs -no_clocks]
set_input_delay [expr $clk_period * $clk_io_pct] -clock clk0 $non_clock_inputs
set_output_delay [expr $clk_period * $clk_io_pct] -clock clk0 [all_outputs]
--- flow/run.sh ---
#!/bin/bash
# OpenROAD 26Q1-2900-gdf79404cd8, Yosys 0.63+post, stock flow scripts
make -C /OpenROAD-flow-scripts/flow DESIGN_CONFIG=/design/flow/config.mk WORK_HOME=/design/flow/orfs finish
--- flow/config.mk ---
export PLATFORM = sky130hd
export DESIGN_NAME = spi_regmap_top
export DESIGN_NICKNAME = spi_regmap_top
export VERILOG_FILES = /design/flow/design.v
export SDC_FILE = /design/flow/constraint.sdc
export NUM_CORES = 4
export LEC_CHECK = 1
export CORE_UTILIZATION = 30
==> run_results.csv <==
group,metric,value,unit
run_status,status,"finished, violations left",
run_status,violations,"negative setup slack",
setup_path,crit_path_start_kind,"flip-flop",
floorplanning,fp_util,0.308,
yosys,yosysTopAreaCell,"dfrtp_1",
clocking,tritoncts,"yes",
timing,rsz0062_at_grt,"yes",
yosys,top_cell_area_share,0.506,
final_layout,layout-drive-gt1-share,0.482,
global_route,grt_pass1_wl,28300,um
timing,worst_slew_pin_slew,0.684,ns
pwr,pwr-share-clk,0.465,
final_layout,nFillCells,1745,
global_route,antenna_found_initial,0,
worst_hold_path,hold_path.class,"in -> reg",
final_layout,area_growth,42.3,%
yosys,synth_warnings,5,
yosys,edf_count,0,
pwr,max-vdd-ir-drop,0.452,mV
drt,ant_nets,0,
drt,vias,4869,
timing,finalWorstSetupSlack,-0.870,ns
setup_path,worst_ep_required_time,1.09,ns
yosys,ys_async_sr_fraction,1.00,
timing,tns,-12.13,ns
pwr,switching_share,0.225,
drt,drt-pass1-iter-count,4,
drt,wirelength,17700,um
run,warning_count,34,
timing,relSlewSlack,0.544,
pwr,p_seq_frac,0.493,
drt,drt-initial-drc-count,295,
yosys,synth_cell_type_count,66,
setup_path,worstSetupEndpointType,"flip-flop",
pwr,power_density,645,nW/um^2
yosys,yosysChipArea,6280,um^2
pwr,pwr-share-comb,0.042,
pwr,power.switching,1300,uW
place,place_hpwl,11800,um
floorplanning,die_w,147,um
yosys,synthCells,546,
clocking,postCtsHoldBufs,0,
yosys,synth_flops,128,
final_layout,final_util,0.438,
timing,setup_viol,31,
yosys,synth_area,6280,um^2
pwr,power,5760,uW
yosys,flop_cell,"dfrtp_1",
timing,hold_violations,0,
final_layout,mostFrequentLayoutCells,"dfrtp_1 (122), buf_4 (100), mux2_2 (64)",
yosys,yosys_cells,546,
global_route,grt_usage,0.174,
timing,holdWs,0.225,ns
floorplanning,coreArea,20400,um^2
final_layout,lay_top_count,"dfrtp_1",
drt,drc,0,
timing,slew_viol_final,0,
floorplanning,io_pins,36,
yosys,yosys-top-cells-area,"dfrtp_1 (51%), mux2_2 (13%), nor2b_1 (2.6%), nand2_1 (2.4%), o21ai_0 (2.0%)",
floorplanning,chipArea,21500,um^2
global_route,grt-ovfl-total,0,
global_route,grt_pass1_vias,5020,
setup_path,worstPathArrival,1.96,ns
setup_path,path_max_fanout,5,
drt,via_per_inst,5.00,
floorplanning,rows,52,
clocking,cts_num_sinks,128,
timing,finClkSkew,0.0233,ns
clocking,path_clk_slew,0.07,ns
global_route,grt_max_degree,75,
yosys,avgSynthCellArea,11.5,um^2
place,globalplace.congestion,0.889,
place,pre_cts_ws,-0.964,ns
pwr,p_int,4460,uW
yosys,ys_seq_frac,0.510,
drt,antenna_cells,0,
place,place.port_buffers,26,
drt,wl_per_cell,18.1,um
pwr,power.static_leakage,0.00410,uW
floorplanning,die_h,147,um
run,cap_viol_max_count,0,
setup_path,path_class,"reg -> reg",
cell type report:
| class | count | area (um^2) | area share |
|---|---|---|---|
| Multi-Input combinational cell | 372 | 3260 | 0.365 |
| Sequential cell | 128 | 3210 | 0.359 |
| Timing Repair Buffer | 169 | 1620 | 0.181 |
| Clock buffer | 16 | 368 | 0.0412 |
| Tap cell | 270 | 338 | 0.0378 |
| Clock inverter | 8 | 88.8 | 0.00995 |
| Inverter | 11 | 55.1 | 0.00617 |
metrics by stage:
step                      instance area, um^2  instances
final                                    8930        974
after CTS                                8630        962
after floorplan                          6370        546
after global routing                     8930        974
after detailed placement                 7680        913
after global placement                   7680        913
cell families after synthesis:
group                      count (synthesis)  synth area share
AOI/OAI and AO/OA                         80            0.0847
xor gates and xnor gates                  22            0.0307
adders and majority gates                  8            0.0159
buffers and inverters                     47            0.0343
DFF                                      128             0.510
muxes                                     89             0.164
and+or+nand+nor                          172             0.159
routing by layer:
layer	wire, um	up-vias	part of all wire	GRT usage
met2	8720	97	0.49	0.280
li1	-	2268	-	-
met5	0	-	0	0
met1	7680	2473	0.43	0.255
met3	833	31	0.047	0.0261
met4	434	0	0.025	0.0411
cells in the mapped netlist (all sizes together) (6+ instances only):
library cell	instances
xnor2	11
nand3	20
xor2	11
nor2b	26
nor2	26
and3	11
a21oi	13
nor4	10
inv	11
mux2	73
dfrtp	127
clkbuf	16
o21ai	32
nand2	40
a31o	6
buf	20
ha	8
nand4	8
mux2i	12
flip-flops by register name, indices dropped and copies added, names as in the netlist, 6 cells and up:
name	cells
u_lbus_regmap.registers	64
u_spi_slave_lbus.address	24
sram_data	8
u_spi_slave_lbus.mosi_buffer	7
u_spi_slave_lbus.bit_count	6
critical path, cell delays in order, from the launching register on:
cell	delay, ns
dfrtp_2	0.44
buf_4	0.16
nor3b_1	0.17
a32o_1	0.22
a2111oi_2	0.31
a211oi_1	0.10
o21ai_2	0.17
a41oi_2	0.11
worst paths after layout:
| kind | depth (start not counted) | startpoint | endpoint | slack [ns] |
|---|---|---|---|---|
| max reg2reg | 7 | u_spi_slave_lbus.address[1] | u_spi_slave_lbus.miso | -0.87 |
| min reg2reg | 0 | u_spi_slave_lbus.wr_en_regmap | u_lbus_regmap.sync_wr_en_ff1 | 0.30 |
| max in group asynchronous | 2 | reset | u_spi_slave_lbus.miso | 0.54 |
| min in group asynchronous | 3 | reset | u_lbus_regmap.sync_wr_en_ff2 | 0.57 |
| max in group clk0 | 1 | u_spi_slave_lbus.miso | miso | -0.30 |
| max | 7 | u_spi_slave_lbus.address[1] | u_spi_slave_lbus.miso | -0.87 |
| min | 1 | sram_data[1] | u_lbus_regmap.registers[0][1] | 0.23 |
| min in group clk1 | 2 | sram_data[1] | sram_data[1] | 0.25 |
power groups by stage:
stage | clock network [uW] | registers [uW] | logic (uW)
5_1_grt | 2830 | 2840 | 272
4_1_cts | 2730 | 2830 | 233
6_report | 2680 | 2840 | 244
what timing repair did:
action,in CTS,in global routing
pin swaps,16,20
endpoints found under the setup margin,79,102
setup buffers,22,19
resized,119,67
cloned,4,1
Power figures rest on the tool's default switching activity, not on a simulated workload.
